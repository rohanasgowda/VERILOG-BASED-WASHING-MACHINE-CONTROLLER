==> ./design.v <==
`timescale 10ns / 1ps 
module automatic_washing_machine(clk, reset, door_close, start, filled, detergent_added, 
cycle_timeout, drained, spin_timeout, door_lock, motor_on, fill_value_on, 
drain_value_on, done, soap_wash, water_wash); 
  input clk, reset, door_close, start, filled, detergent_added, cycle_timeout, drained, 
spin_timeout; 
  output reg door_lock, motor_on, fill_value_on, drain_value_on, done, soap_wash, 
water_wash;  
parameter check_door = 3'b000; 
parameter fill_water = 3'b001; 
parameter add_detergent = 3'b010; 
parameter cycle = 3'b011; 
parameter drain_water = 3'b100; 
parameter spin = 3'b101; 
reg[2:0] current_state, next_state; 
always@(current_state or start or door_close or filled or soap_wash or water_wash or 
detergent_added or drained or cycle_timeout or spin_timeout) 
   begin 
   case(current_state) 
    check_door: 
     if(start==1 && door_close==1) 
       begin 
        next_state = fill_water; 
        motor_on = 0; 
        fill_value_on = 0; 
        drain_value_on = 0; 
        door_lock = 1; 
        soap_wash = 0; 
        water_wash = 0; 
        done = 0; 
       end 
     else 
       begin 
        next_state = current_state; 
        motor_on = 0; 
        fill_value_on = 0; 
        drain_value_on = 0; 
        door_lock = 0; 
        soap_wash = 0; 
        water_wash = 0; 
        done = 0; 
       end 
   fill_water: 
       if (filled==1) 
       begin 
          if(soap_wash == 0) 
            begin 
             next_state = add_detergent; 
              motor_on = 0; 
             fill_value_on = 0; 
             drain_value_on = 0; 
             door_lock = 1; 
             soap_wash = 1; 
             water_wash = 0; 
             done = 0; 
            end 
          else 
            begin
             next_state = cycle; 
             motor_on = 0; 
             fill_value_on = 0; 
             drain_value_on = 0; 
             door_lock = 1; 
             soap_wash = 1; 
             water_wash = 1; 
             done = 0; 
            end 
         end 
     else 
       begin 
        next_state = current_state; 
        motor_on = 0; 
        fill_value_on = 1; 
        drain_value_on = 0; 
        door_lock = 1; 
        done = 0; 
       end 
       add_detergent: 
         if(detergent_added==1) 
           begin 
            next_state = cycle; 
            motor_on = 0; 
            fill_value_on = 0; 
            drain_value_on = 0; 
            door_lock = 1; 
            soap_wash = 1; 
            done = 0; 
           end 
         else 
          begin 
              next_state = current_state; 
              motor_on = 0; 
              fill_value_on = 0; 
              drain_value_on = 0; 
              door_lock = 1; 
              soap_wash = 1; 
              water_wash = 0; 
               done = 0; 
          end 
   cycle: 
   if(cycle_timeout == 1) 
   begin 
    next_state = drain_water; 
    motor_on = 0; 
    fill_value_on = 0; 
    drain_value_on = 0; 
    door_lock = 1; 
    done = 0; 
   end 
   else 
   begin 
    next_state = current_state; 
    motor_on = 1; 
    fill_value_on = 0; 
    drain_value_on = 0; 
    door_lock = 1; 
    done = 0; 
   end 
   drain_water: 
    if(drained==1) 
    begin 
    if(water_wash==0) 
    begin 
     next_state = fill_water; 
     motor_on = 0; 
     fill_value_on = 0; 
     drain_value_on = 0; 
     door_lock = 1; 
     soap_wash = 1; 
     done = 0; 
    end 
    else 
    begin 
    next_state = spin; 
     motor_on = 0; 
     fill_value_on = 0; 
     drain_value_on = 0; 
     door_lock = 1; 
     soap_wash = 1; 
     water_wash = 1; 
     done = 0; 
    end 
   end 
   else 
   begin 
    next_state = current_state; 
    motor_on = 0; 
    fill_value_on = 0; 
    drain_value_on = 1; 
    door_lock = 1; 
    soap_wash = 1; 
    done = 0; 
   end 
   spin: 
   if(spin_timeout==1) 
   begin 
    next_state = door_close; 
    motor_on = 0; 
    fill_value_on = 0; 
    drain_value_on = 0; 
    door_lock = 1; 
    soap_wash = 1; 
    water_wash = 1; 
    done = 1; 
   end 
   else 
   begin 
    next_state = current_state; 
    motor_on = 0; 
    fill_value_on = 0; 
    drain_value_on = 1; 
    door_lock = 1; 
    soap_wash = 1; 
    water_wash = 1; 
    done = 0; 
   end 
   default: 
    next_state = check_door; 
   endcase 
 end 
 always@(posedge clk or negedge reset) 
 begin 
  if(reset==0) 
  begin 
   current_state<=3'b000; 
  end 
  else 
  begin 
   current_state<=next_state; 
  end 
 end 
endmodule
==> ./run.sh <==
#!/bin/bash
# OpenROAD 26Q1-2900-gdf79404cd8, Yosys 0.63+post, stock flow scripts
make -C /OpenROAD-flow-scripts/flow DESIGN_CONFIG=/design/flow/config.mk WORK_HOME=/design/flow/orfs finish
==> ./config.mk <==
export PLATFORM = sky130hd
export DESIGN_NAME = automatic_washing_machine
export DESIGN_NICKNAME = automatic_washing_machine
export VERILOG_FILES = /design/flow/design.v
export SDC_FILE = /design/flow/constraint.sdc
export NUM_CORES = 4
export LEC_CHECK = 1
export CORE_AREA = 10 10 70 70
export DIE_AREA = 0 0 80 80
==> ./constraint.sdc <==
current_design automatic_washing_machine

set clk_period 3.2
set clk_io_pct 0.2

create_clock -name clk0 -period $clk_period [get_ports {clk}]

set non_clock_inputs [all_inputs -no_clocks]
set_input_delay [expr $clk_period * $clk_io_pct] -clock clk0 $non_clock_inputs
set_output_delay [expr $clk_period * $clk_io_pct] -clock clk0 [all_outputs]
==> results.cfg <==
; synthesis and place-and-route metrics
[run_status]
run_status = complete, no violations

[timing]
rsz0062_at_grt = no
fin_ws_ps = 1419
finalSetupViolations = 0
hold_violations = 0
fin_worst_skew_ps = 4.674
tightest_slew_ps = 433.2
drv_slew = 0
unconstrained_endpoints = 14
slew_headroom_pct = 71.12
fmaxAchievable_mhz = 561.6
fin_crit_ps = 1781
unclocked_regs = 7
finalCritPeriodShare_pct = 55.64
fin_tns_setup_ps = 0

[clocking]
clk_pin_slew_ps = 40
cts_tree = done
cts_buffers = 3
cts_buffer_depth = 2
cts_max_level = 1
cts_resized = 0
post_cts_buffers = 0
root_buffer = clkbuf_4
insertion_delay_ps = 230
holdBufCountCts = 0

[global_route]
grt_pass1_wl_mm = 1.918
grt_start_max_net_pins = 16
overflow = 0
grt_use_total_pct = 3.647
grt_pass1_vias = 420
antenna_found_initial = 0

[yosys]
yosys_area_um2 = 454.2
synth_flops = 10
syn_area_um2 = 454.2
ys_top_cells_by_area = dlxtn_1, dfrtp_1, nand2_1, nor2_1, mux2i_1
post_synth_num_cell_types = 26
synth_area_per_cell_um2 = 8.734
syn_inst = 52
ys_cells = 52
top_cell_area_share_pct = 23.14
top_area_cell = dlxtn_1
yosys_warnings = 2

[setup_path]
critical_path_arrival_ps = 1890
crit_start = filled
r2r-end = current_state[0]$_DFFE_PN0P_
cp_max_fo = 4
cp-end-kind = flip-flop
required_ps = 3310
critPathSlowestCell = clkdlybuf4s50_1
r2r_cells = 4
critical_path_class = primary input to flip-flop
crit_chain = clkdlybuf4s50_1, mux2i_1, a32oi_2, nand2_1, mux2_4
slowest_delay_ps = 540
r2r_setup_slack_ps = 1650
r2r-start = current_state[1]$_DFFE_PN0P_
cp-start-kind = primary input

[drt]
drt-total-wl_mm = 1.130
route.met3.wl_um = 100
firstDrtPassIters = 3
wl_per_cell_um = 9.912
diodes = 0
vias = 400
met2_length_um = 522
met1_length_um = 466
drc = 0
highest_layer = met4
drtIter0Drc = 28
ant_nets = 0
vias_per_cell = 3.509

[placed_design]
pre_cts_ws_ps = 1206
gp_congestion = 0.7356
portBuffers = 15
place_hpwl_um = 915.1

[die]
fp.dieW_um = 80
rows = 21
die_area_mm2 = 0.006400
core_mm2 = 0.003416
io_pins = 16
fp_util_pct = 13.30
die_h_um = 80

[worst_hold_path]
worst_hold_path_type = primary input to async pin

[power]
p_leak_nw = 0.2669
power.density_mw_per_mm2 = 692.8
ir_worst_vdd_v = 0.0001772

[job]
maxCapViolCount = 0
log.warning_count = 25

[cells_and_area]
area_growth_pct = 44.35
drive_gt1_share_pct = 11.76
through the flow:
stage	hold WS (ps)	utilization, %	total power, mW	instance area, um2	cells
global placement	677.3	18.42	0.3846	629.4	110
detailed placement	673.9	18.42	0.3863	629.4	110
global route	583.7	19.19	0.5053	655.6	114
floorplan	344.4	-	0.3449	454.2	52
finish	582.7	19.19	0.4542	655.6	114
CTS	578.6	19.19	0.4583	655.6	114
registers in the layout, summed over array words and instances, names as in the netlist:
| name | count |
|---|---|
| drain_value_on | 1 |
| door_lock | 1 |
| motor_on | 1 |
| water_wash | 1 |
| done | 1 |
| soap_wash | 1 |
| fill_value_on | 1 |
| current_state | 3 |
cells by family after synthesis:
family,count (synthesis),synth area share [%]
AND-OR/OR-AND,11,17.08
XOR/XNOR,1,1.929
buffers and inverters,4,7.988
flip-flops,3,16.53
latches,7,23.14
multiplexers,3,7.713
AND/OR/NAND/NOR,23,25.62
critical path: cells and delay by family:
| kind | cells | cell delay (ps) |
|---|---|---|
| AND/OR/NAND/NOR | 1 | 100 |
| multiplexers | 2 | 400 |
| buffers and inverters | 1 | 540 |
| AND-OR/OR-AND | 1 | 210 |
per-layer routing:
metal  track usage (%)  vias to the layer above
met5                 0                        -
met4             1.585                        0
met3             1.477                        2
met2             5.618                       11
met1             4.359                      178
li1                  -                      209
how the worst max path moves through the flow:
stage | endpoint | slack [ps] | depth (start not counted)
final | current_state[0]$_DFFE_PN0P_ | 1420 | 5
after global routing | current_state[0]$_DFFE_PN0P_ | 1380 | 5
after CTS | current_state[0]$_DFFE_PN0P_ | 1430 | 5
cell usage after synthesis, drive strengths merged:
cell type	n
nand3b	2
o21ai	3
nor2b	1
o22ai	1
a32oi	1
or2b	1
nor3	1
and2	1
dfrtp	3
mux2	1
mux2i	2
nor3b	1
dlxtn	7
nand2	7
nor2	7
a311oi	1
xnor2	1
buf	2
a21o	2
clkbuf	1
nand2b	2
inv	1
a21oi	3
where the power goes:
part	total (mW)	internal [mW]	switching [mW]
sequential	0.164	0.0966	0.0674
combinational	0.224	0.137	0.0869
clock	0.0665	0.0467	0.0198
final cells by class:
class,instances,area (um2)
fillers,383,2760
multi-input cells,38,237.7
flip-flops and latches,10,180.2
repair buffers,15,150.1
well taps,46,57.56
clock buffers,4,26.28
inverters,1,3.754
layout by cell type (no fill, tap or decap), drive strengths merged:
| master | n |
|---|---|
| clkdlybuf4s50 | 15 |
| nor2 | 7 |
| nand2 | 7 |
| dlxtn | 7 |
| clkbuf | 4 |
| a21oi | 3 |
| o21ai | 3 |
| dfrtp | 3 |
| nand3b | 2 |
| mux2i | 2 |
| nand2b | 2 |
| a21o | 2 |
| nor2b | 1 |
| nor3b | 1 |
| or2b | 1 |
| inv | 1 |
| and2 | 1 |
| xnor2 | 1 |
| nor3 | 1 |
| o22ai | 1 |
| a32oi | 1 |
| mux2 | 1 |
| a311oi | 1 |
Power is estimated from default activity; no workload was simulated.
